## flow/config.mk

```make
export PLATFORM = sky130hd
export DESIGN_NAME = hazard
export DESIGN_NICKNAME = hazard
export VERILOG_FILES = /design/flow/design.v
export SDC_FILE = /design/flow/constraint.sdc
export NUM_CORES = 4
export LEC_CHECK = 1
export CORE_AREA = 10 10 92 92
export DIE_AREA = 0 0 102 102
```

## flow/constraint.sdc

```tcl
current_design hazard

set clk_period 1.8
set clk_io_pct 0.2

create_clock -name clk0 -period $clk_period

set non_clock_inputs [all_inputs -no_clocks]
set_input_delay [expr $clk_period * $clk_io_pct] -clock clk0 $non_clock_inputs
set_output_delay [expr $clk_period * $clk_io_pct] -clock clk0 [all_outputs]
```

## flow/design.v

```verilog
module hazard(input logic [4:0] rsD, rtD, rsE, rtE,
	input logic [4:0] writeregE, writeregM, writeregW,
	input logic regwriteE, regwriteM, regwriteW,
	input logic memtoregE, memtoregM, branchD, bneD,
	output logic forwardaD, forwardbD,
	output logic [1:0] forwardaE, forwardbE,
	output logic stallF, stallD,
	flushE);
logic lwstallD, branchstallD;
assign forwardaD = (rsD !=0 & rsD == writeregM & regwriteM);
assign forwardbD = (rtD !=0 & rtD == writeregM & regwriteM);
always_comb
begin
forwardaE = 2'b00; forwardbE = 2'b00;
	if (rsE != 0)
		if (rsE == writeregM & regwriteM)		forwardaE = 2'b10;
		else if (rsE == writeregW & regwriteW)		forwardaE = 2'b01;
	if (rtE != 0)
		if (rtE == writeregM & regwriteM)	forwardbE = 2'b10;
		else if (rtE == writeregW & regwriteW)	forwardbE = 2'b01;
end
assign #1 lwstallD = memtoregE & (rtE == rsD | rtE == rtD);
assign #1 branchstallD = (branchD | bneD) & (regwriteE & (writeregE == rsD | writeregE == rtD) |
			 memtoregM &(writeregM == rsD | writeregM == rtD));
assign #1 stallD = lwstallD | branchstallD;
assign #1 stallF = stallD;
assign #1 flushE = stallD;
endmodule
```

## flow/run.sh

```bash
#!/bin/bash
# OpenROAD 26Q1-2900-gdf79404cd8, Yosys 0.63+post, stock flow scripts
make -C /OpenROAD-flow-scripts/flow DESIGN_CONFIG=/design/flow/config.mk WORK_HOME=/design/flow/orfs finish
```

==> run notes <==
Run status
- **outcome** complete, no violations

Die
- **area of the placeable core** 6460 um2
- **height of the chip** 102 um
- **number of placement rows** 29
- **core utilization at floorplan** 0.115
- **I/O Pins** 51
- **die boundary width** 102 um
- **area of the die** 10400 um2

Synthesis
- **synthesized chip area reported by yosys** 742 um2
- **largest cells by area after synthesis** sky130_fd_sc_hd__xnor2_1 31%, sky130_fd_sc_hd__xor2_1 28%, sky130_fd_sc_hd__buf_6 6.1%, sky130_fd_sc_hd__nand3_1 3.4%, sky130_fd_sc_hd__nand4_1 3.4%
- **Avg Cell Area, Syn** 7.98 um2
- **Yosys warnings** 1
- **top cell type by total area after synthesis** sky130_fd_sc_hd__xnor2_1
- **yosys stat cell total** 93
- **post-synth design cell area** 742 um2
- **unique cell type count in the Yosys netlist** 22
- **sequential cell area fraction in the yosys report** 0
- **gate count of the mapped netlist** 93
- **Max-area cell share** 0.307

Timing
- **hold slack** 1.11 ns
- **fin worst setup slack** 0.00433 ns
- **setup repair after global routing missed its margin** true
- **count of pins over their slew limit** 0
- **measured slew at the worst slew-check pin** 0.275 ns
- **Slew headroom** 0.815
- **final critical delay including setup and external delays** 1.80 ns
- **final total negative setup slack** 0 ns
- **Setup violations, final** 0
- **count of endpoints failing hold in the final timing report** 0
- **fraction of the cycle the final worst path needs** 0.998
- **FMAX** 557 MHz

Critical path
- **required time at the worst-slack endpoint** 1.44 ns
- **type of destination of the critical path** output port
- **Max stage delay on crit path** 0.28 ns
- **Critical Path Slowest Stage Cell** sky130_fd_sc_hd__nor4_1
- **most used cell along the critical path** sky130_fd_sc_hd__buf_6
- **buffers and inverters on the worst path** 4
- **highest fanout seen on the critical path** 3
- **Arrival @ worst endpoint** 1.44 ns
- **nature of the critical path startpoint** primary input
- **Setup CP Type** primary input to output port
- **cell family with the largest share of critical-path delay** simple AND/OR/NAND/NOR gates
- **ordered list of cells on the worst path** buf_6, buf_6, xor2_1, nor4_1, nand3_1, buf_4, nor2_2, buf_2

Power and ir drop
- **Worst VDD drop** 0.0815 mV
- **leakage dissipation** 0.626 nW
- **power per cell area** 214 nW/um2

Place
- **GP Congestion** 0.764
- **dpl cell area** 1410 um2
- **quantity of I/O buffers inserted on ports** 51
- **Final HPWL DP** 2960 um
- **worst slack at placement** -0.873 ns

Routing
- **wire length per cell after detailed routing** 14.4 um
- **number of vias in the routed layout** 873
- **DRC viols** 0
- **Via density** 3.75
- **wire length after detailed routing** 3350 um
- **ANT cells** 0
- **iteration-0 DRC count of the detailed router** 25
- **first-pass iteration count of the detailed router** 2
- **number of routed nets with antenna violations** 0

GRT
- **number of antenna violations at the first check in global routing** 0
- **wire length of the first global-routing pass** 5490 um
- **sum of overflow across all layers after global routing** 0
- **maximum number of pins on one net before global-route repair** 6
- **total routing resource utilization after global routing** 0.0646
- **number of global-route vias before repair** 1056

Final layout
- **combinational gate area** 812 um2
- **final sequential cell count** 0
- **core utilization of the finished layout** 0.226
- **fillers** 708
- **layout cells sized above 1** 0.494
- **P&R area growth vs syn** 97.0%
- **CLK BUF** 0
- **Reg area** 0 um2
- **Non-Filler Cell Area, Final** 1460 um2

Clocking
- **hold buffer count at CTS** 0

Job
- **maximum capacitance violations** 0
- **number of OpenROAD warnings** 33

Min path
- **min-delay worst type** primary input to output port

-- power by group --
part	internal, mW	switching, mW
logic	0.176	0.136
registers	0	0
clock network	0	0
total	0.176	0.136
-- cell type report --
class,instances,share of cell area
multi-input cells,85,0.556
well taps,77,0.0659
repair buffers,71,0.378
-- Yosys cell counts --
cell and number:
sky130_fd_sc_hd__nor4b_2 1, sky130_fd_sc_hd__a31oi_1 2, sky130_fd_sc_hd__nand2_1 2, sky130_fd_sc_hd__buf_6 4, sky130_fd_sc_hd__o21a_1 1, sky130_fd_sc_hd__or4_4 1, sky130_fd_sc_hd__or4_1 1, sky130_fd_sc_hd__buf_4 2
sky130_fd_sc_hd__xnor2_1 26, sky130_fd_sc_hd__nand3_1 5, sky130_fd_sc_hd__nand4_1 4, sky130_fd_sc_hd__nor3_2 1, sky130_fd_sc_hd__or3_1 2, sky130_fd_sc_hd__nor2_1 3, sky130_fd_sc_hd__xor2_1 24, sky130_fd_sc_hd__nor3_1 3
sky130_fd_sc_hd__o221ai_1 1, sky130_fd_sc_hd__nor2_4 1, sky130_fd_sc_hd__nor4_1 4, sky130_fd_sc_hd__o311a_1 2, sky130_fd_sc_hd__buf_2 2, sky130_fd_sc_hd__nor4b_1 1
-- layout by cell type, fill, tap and decap left out, types with 2 or more instances in the layout --
cell                              Yosys  routed
sky130_fd_sc_hd__buf_2                2      21
sky130_fd_sc_hd__clkdlybuf4s15_1      0       3
sky130_fd_sc_hd__xnor2_1             26      18
sky130_fd_sc_hd__xnor2_2              0       8
sky130_fd_sc_hd__nor2_4               1       2
sky130_fd_sc_hd__nand3_1              5       4
sky130_fd_sc_hd__o311a_1              2       2
sky130_fd_sc_hd__xor2_1              24      23
sky130_fd_sc_hd__or4_4                1       2
sky130_fd_sc_hd__buf_4                2      21
sky130_fd_sc_hd__nor4_1               4       3
sky130_fd_sc_hd__buf_6                4       9
sky130_fd_sc_hd__or3_1                2       2
sky130_fd_sc_hd__nor3_2               1       4
sky130_fd_sc_hd__dlygate4sd2_1        0      10
sky130_fd_sc_hd__a31oi_1              2       2
sky130_fd_sc_hd__nand2_1              2       2
sky130_fd_sc_hd__clkdlybuf4s50_1      0       4
sky130_fd_sc_hd__nand4_1              4       4
-- path summary, 6_finish.rpt --
kind                    startpoint      endpoint  slack [ns]  depth (start not counted)
worst max-delay path  writeregM[0]  forwardbE[1]       0.004                          8
worst min-delay path        rsE[0]  forwardaE[1]        1.11                          4
-- layer usage --
metal,vias to the layer above,wire length [um],share of wire,track usage
li1,449,-,-,-
met1,392,1470,0.44,0.0815
met2,32,1600,0.48,0.113
met3,0,275,0.082,0.0191
met4,0,0,0,0
met5,-,0,0,0
-- through the flow --
step	std cells	power, mW
2_1_floorplan	93	0.131
3_3_place_gp	231	0.308
3_5_place_dp	231	0.307
4_1_cts	235	0.296
5_1_grt	233	0.340
6_report	233	0.312
-- repair_timing --
action | in CTS | in global routing
setup buffers | 4 | 0
pin swaps | 29 | 11
setup endpoints to repair | 9 | 7
gates cloned | 0 | 0
gates resized | 167 | 21
hold endpoints to repair | 0 | 0
-- logic make-up after synthesis --
kind of cell	after synthesis	synth area share
xor+xnor	50	0.590
simple gates	29	0.250
buf+inv	8	0.0944
compound gates	6	0.0658
Power figures rest on the tool's default switching activity, not on a simulated workload.
